`flow/run.sh`:
```
#!/bin/bash
# OpenROAD 26Q1-2900-gdf79404cd8, Yosys 0.63+post, stock flow scripts
make -C /OpenROAD-flow-scripts/flow DESIGN_CONFIG=/design/flow/config.mk WORK_HOME=/design/flow/orfs finish
```
`flow/design.v`:
```
`timescale 1ns / 1ps
module UPDN_4bitcnt(clk,reset,dir,count);
input clk,reset,dir;
output [3:0] count;
reg [3:0] count=0;
always@(posedge (clk) or posedge (reset))
begin
if(reset==1)
count<=0;
else  if(dir==0)
            if(count==15)
            count<=0;
            else
            count=count+1;
      else if(count==0)
            count<=15;
            else
            count=count-1;
end
endmodule
```
`flow/config.mk`:
```
export PLATFORM = sky130hd
export DESIGN_NAME = UPDN_4bitcnt
export DESIGN_NICKNAME = UPDN_4bitcnt
export VERILOG_FILES = /design/flow/design.v
export SDC_FILE = /design/flow/constraint.sdc
export NUM_CORES = 4
export LEC_CHECK = 1
export CORE_AREA = 10 10 70 70
export DIE_AREA = 0 0 80 80
```
`flow/constraint.sdc`:
```
current_design UPDN_4bitcnt

set clk_period 1.5
set clk_io_pct 0.2

create_clock -name clk0 -period $clk_period [get_ports {clk}]

set non_clock_inputs [all_inputs -no_clocks]
set_input_delay [expr $clk_period * $clk_io_pct] -clock clk0 $non_clock_inputs
set_output_delay [expr $clk_period * $clk_io_pct] -clock clk0 [all_outputs]
```
==> results_slide.txt <==
Flow Results at a Glance

Place
  – Dpl ws: -0.0417 ns
  – GPL Wtd Cong: 0.777
  – Dpl hpwl: 491 um
  – IO Port Bufs: 6
  – Placed Cells incl. Taps: 77

Setup path
  – CP bufs+invs: 1
  – Worst setup SP type: flop
  – CP Capture Type: output port
  – CP delay by family, top: buffers and inverters
  – CP Cell Sequence: clkdlybuf4s50_1
  – Crit path largest cell delay: 0.48 ns
  – Crit Path Category: flop to output port
  – Crit path DAT: 1.13 ns
  – Crit Path Max Fanout: 7
  – Crit path DRT: 1.20 ns
  – Critical path's slowest cell: clkdlybuf4s50_1

Clock network
  – CTS tree: yes
  – Sink Count: 4
  – CTS Buf Count: 3
  – Worst-path clk slew: 0.04 ns
  – Root Buffer Master: clkbuf_4
  – H-tree levels: 1
  – Cts hold-fix bufs: 0
  – Max Root-Sink Buffers: 2
  – Clk latency of the worst-skew pair: 0.23 ns

GRT
  – Vias in the first global route: 213
  – Pin count of the biggest net entering global routing: 9
  – GR Overflow Total: 0
  – First-pass GRT wire length: 993 um
  – Initial antenna violation count: 0
  – GRT Total Usage: 0.0202

Cells and area
  – Area delta synth->final: 56.5%
  – Layout cells sized above 1: 0.229
  – Biggest register: count
  – Final core occ: 0.119
  – Largest regs: count (4)
  – Layout Cells excl Fill: 81
  – Fill count: 402
  – Max reg flops: 4

Logic synthesis
  – Dominant flop cell: dfrtp_1
  – Async S/R FF share, synth: 1.00
  – Synth Seq Share: 0.386
  – Cell area leaders: dfrtp_1 (39%), ha_1 (9.7%), a21oi_1 (5.8%), inv_1 (5.8%), a211oi_2 (4.8%)
  – Max-area cell share: 0.386
  – Post-synthesis chip area from yosys: 259 um^2
  – Number of flops mapped to enable cells by yosys: 0
  – Avg Cell Area, Syn: 10.4 um^2
  – Seq cells post-synth: 4
  – Post-Synthesis Cells: 25
  – Count of different cell masters after synthesis: 16
  – Cell Area, Synth: 259 um^2
  – Post-synth top area cell: dfrtp_1
  – Synth warnings: 1
  – Top cells by count: dfrtp_1 (4), inv_1 (4), a21oi_1 (3)
  – # Cells Yosys: 25

Timing
  – Fmax: 698 MHz
  – Max Clock Skew: 0.000344 ns
  – Setup violators final: 0
  – Setup ws final: 0.0676 ns
  – Slew Viols, Final: 0
  – Hold Violations, Final: 0
  – Worst slew pin tran: 0.209 ns
  – RSZ-0062 raised after global routing: no
  – Slew headroom: 0.859
  – Part of the cycle the worst path needs: 0.955
  – Post-route minimum period: 1.43 ns

Floorplan
  – Die height: 80 um
  – Site Rows: 21
  – Fp util: 0.0758
  – Core area: 3420 um^2
  – Num ports: 7
  – Chip width: 80 um
  – Die Size: 6400 um^2

Run
  – Number of max-cap violations: 0
  – Tool warnings: 26

Route
  – Drt drc: 0
  – Ant. Diodes: 0
  – DR vias: 213
  – Final ANT Viol Nets: 0
  – Routed Wire Length: 627 um
  – Drt initial violations: 14
  – Initial DRT Pass Iterations: 2
  – Drt wl/cell: 7.74 um
  – Vias per cell: 2.63

Min path
  – Hold Crit Class: input pin to asynchronous set/reset pin

Outcome
  – Status: finished, final reports clean

Power
  – Worst vdd ir: 0.267 mV
  – Leak pwr: 0.157 nW
  – Cell Pwr Density: 1420 nW/um^2
stage by stage:
step / setup TNS, ns / total power (W) / instance area, um^2 / hold WS [ns]
floorplan: 0 / 0.000324 / 259 / 0.0661
CTS: 0 / 0.000584 / 397 / 0.256
global placement: -0.0327 / 0.000422 / 373 / 0.508
finish: 0 / 0.000577 / 405 / 0.261
detailed placement: -0.0417 / 0.000441 / 373 / 0.512
global route: 0 / 0.000626 / 405 / 0.260
final timing paths:
path / depth (start not counted) / from / endpoint / slack (ns)
setup / recovery: 1 / count[1]$_DFF_PP0_ / count[1] / 0.07
hold / removal: 2 / reset / count[3]$_DFF_PP0_ / 0.26
setup reg to reg: 4 / count[0]$_DFF_PP0_ / count[3]$_DFF_PP0_ / 0.16
hold reg to reg: 1 / count[0]$_DFF_PP0_ / count[0]$_DFF_PP0_ / 0.44
max in group asynchronous: 2 / reset / count[0]$_DFF_PP0_ / 1.07
min in group clk0: 1 / count[0]$_DFF_PP0_ / count[0]$_DFF_PP0_ / 0.44
power by group:
part / internal [W] / switching [W]
Sequential: 0.000152 / 0.0000575
Combinational: 0.000153 / 0.0000796
Clock: 0.0000896 / 0.0000455
Total: 0.000394 / 0.000183
metal layers:
metal	global-route usage	routed length [um]
met4	0.00352	0
met2	0.0201	184
met3	0.0261	121
met5	0	0
met1	0.0247	321
what timing repair did:
item | in CTS | in global routing
gates resized | 1 | 1
buffers inserted | 0 | 1
setup endpoints to repair | 1 | 2
layout make-up:
type / count / area, um^2 / area share
Inverter: 4 / 15.0 / 0.0370
Tap cell: 46 / 57.6 / 0.142
Timing Repair Buffer: 8 / 75.1 / 0.185
Clock buffer: 3 / 22.5 / 0.0556
Multi-Input combinational cell: 16 / 133 / 0.327
Sequential cell: 4 / 103 / 0.253
logic make-up after synthesis:
family	count (synthesis)	synth area share
AOI/OAI and AO/OA	7	0.193
xor gates and xnor gates	2	0.0676
adders and majority gates	2	0.0966
buffers and inverters	5	0.101
DFF	4	0.386
muxes	1	0.0386
and+or+nand+nor	4	0.116
cells in the final DEF (no fill, tap or decap), types with 2 or more instances in the layout:
cell and n:
clkdlybuf4s50_1 6, inv_1 4, a21oi_1 3, clkbuf_4 3, ha_1 2, dfrtp_2 2, dfrtp_1 2, buf_4 2
Power and IR drop assume default switching activity.
